<file path="config.mk">
export PLATFORM = sky130hd
export DESIGN_NAME = word2
export DESIGN_NICKNAME = word2
export VERILOG_FILES = /design/flow/design.v
export SDC_FILE = /design/flow/constraint.sdc
export NUM_CORES = 4
export LEC_CHECK = 1
export CORE_AREA = 10 10 70 70
export DIE_AREA = 0 0 80 80
</file>
<file path="design.v">
module word2(output reg [7:0] Char, input [3:0] Position);
	always @ (*) begin
		case (Position)
			4'd0: Char <= "O";
			4'd1: Char <= "R";
			4'd2: Char <= "A";
			4'd3: Char <= "N";
			4'd4: Char <= "G";
			4'd5: Char <= "E";
			4'd6: Char <= "S";
			default : Char <= 8'h00;  
		endcase
	end
endmodule
</file>
<file path="run.sh">
#!/bin/bash
# OpenROAD 26Q1-2900-gdf79404cd8, Yosys 0.63+post, stock flow scripts
make -C /OpenROAD-flow-scripts/flow DESIGN_CONFIG=/design/flow/config.mk WORK_HOME=/design/flow/orfs finish
</file>
<file path="constraint.sdc">
current_design word2

set clk_period 1.3
set clk_io_pct 0.2

create_clock -name clk0 -period $clk_period

set non_clock_inputs [all_inputs -no_clocks]
set_input_delay [expr $clk_period * $clk_io_pct] -clock clk0 $non_clock_inputs
set_output_delay [expr $clk_period * $clk_io_pct] -clock clk0 [all_outputs]
</file>
==> results.yml <==
# physical design summary
status:
  status: "finished, final reports clean"
detailed_routing:
  vias: 170
  first_iter_violations: 0
  wire_per_inst_um: 6.077
  ant_nets: 0
  drc: 0
  via_per_inst: 2.179
  drt-total-wl_um: 474
  first_pass_iters: 1
  n_antenna_cell: 0
run:
  warnings: 32
  drv_cap: 0
global_route:
  grt_first_pass_wirelength_um: 745
  grt_overflow_total: 0
  grt_use_total_pct: 1.316
  grt_max_degree: 7
  antenna_found_initial: 0
  first_global_vias: 167
power:
  p_clk_share_pct: 0
  vdd.ir_drop.worst_uv: 19.74
  p_sw_share_pct: 37.47
  seq_power_share_pct: 0
  power_density_nw_per_um2: 229.3
  power_leakage_nw: 0.1243
  combPwrFrac_pct: 100.0
  p_switching_mw: 0.02559
  p_int_mw: 0.04269
final_timing:
  drv_slew: 0
  fin_tns_setup_ps: 0
  final-hold-violation-count: 0
  period_used_pct: 97.42
  fin_ws_ps: 33.51
  setup-violations-final: 0
  min_period_ps: 1266
  fmax_mhz: 789.6
cts:
  ctsHoldBuffers: 0
  cts_setup_buffers: 0
die:
  die_x_um: 80
  dieHeight_um: 80
  dieArea_um2: 6400
  io_pins: 12
  std_cell_rows: 21
  core_area_um2: 3416
  fp-utilization_pct: 3.663
synth:
  avgSynthCellArea_um2: 6.951
  synthCells: 18
  synth.cell_area_um2: 125.1
  yosysSeqAreaShare_pct: 0
  yosysUniqueCellTypes: 15
  yosys_warnings: 1
  ys_cells: 18
  yosys_area_um2: 125.1
worst_setup_path:
  path_max_fanout: 4
  critPathRequiredTime_ps: 1040
  crit_type: "primary input to output pin"
  endpoint_kind: "output pin"
  crit_arrival_ps: 1010
  start_kind: "primary input"
min_path:
  hold_path.startpoint: "Position[3]"
  hold_path_depth: 3
  hold_class: "primary input to output pin"
  hold-path-endpoint: "Char[3]"
cells_and_area:
  layout-drive-gt1-share_pct: 56.25
  ff_count: 0
  stdcell_area_um2: 297.8
  syn_to_final_growth_pct: 138.0
  regArea_um2: 0
  fin_cells: 78
  clkbuf_count: 0
place:
  placed_area_um2: 309.0
  dp_slack_ps: -780.6
  dp.cells: 78
  place.port_buffers: 10
  place.gp.congestion: 0.7507
==> metrics by stage <==
stage,hold slack (ps),utilization (%),total power [mW]
6_report,835.5,8.718,0.06828
5_1_grt,882.2,8.718,0.07708
4_1_cts,838.6,8.608,0.06873
3_5_place_dp,1566,9.048,0.07586
3_3_place_gp,1574,9.048,0.07573
2_1_floorplan,529.9,-,0.02372
==> cell type report <==
| type | count | area (um2) |
|---|---|---|
| fillers | 412 | 3118 |
| multi-input cells | 16 | 122.6 |
| well taps | 46 | 57.56 |
| repair buffers | 16 | 117.6 |
==> worst max path at each step <==
stage / cells after the start / slack [ps] / to / from
after CTS: 5 / 2 / Char[2] / Position[1]
after global routing: 5 / -3 / Char[0] / Position[1]
final: 4 / 30 / Char[4] / Position[1]
==> Yosys cell counts <==
cell      number  area [um2]
xor2_1         1       8.760
a21oi_1        1       5.000
a31oi_1        1       6.260
conb_1         1       3.750
or3b_1         1       8.760
a21oi_2        1       8.760
mux2_2         1       11.26
nor2b_1        2       12.51
buf_4          3       22.52
nor3b_1        1       7.510
nand3b_1       1       7.510
a211oi_1       1       7.510
nor3_1         1       5.000
nand2b_1       1       6.260
nor2_1         1       3.750
==> cell families after synthesis <==
group	after synthesis	share of synthesized area, %
simple gates	8	41.00
compound gates	4	22.00
buf+inv	3	18.00
xor+xnor	1	7.001
mux	1	8.999
other cells	1	2.997
==> routing by layer <==
layer / part of all wire (%) / track usage, %
met1: 42 / 1.516
met2: 46 / 2.408
met3: 11 / 0.4545
met4: 0 / 0
met5: 0 / 0
==> worst max-delay path, stage by stage <==
cell and delay [ps]:
buf_4 120, or3b_1 380, a21oi_2 140, buf_2 100
==> what timing repair did <==
action / in CTS / in global routing
endpoints found under the setup margin: 6 / 4
resized: 32 / 3
pin swaps: 4 / 2
cloned: 0 / 0
==> layout by cell type (no fill, tap or decap), drive strengths merged <==
cell         synthesis  layout
nand2b               1       1
conb                 1       2
nand3b               1       1
xor2                 1       1
nor3                 1       1
a211oi               1       1
buf                  3      12
nor2b                2       2
clkbuf               0       1
mux2                 1       1
a21oi                2       2
or3b                 1       1
a31oi                1       1
nor3b                1       1
nor2                 1       1
dlygate4sd2          0       3
==> power by group through the flow <==
| stage | logic (mW) | registers [mW] | clock network [mW] |
|---|---|---|---|
| 5_1_grt | 0.0771 | 0 | 0 |
| 6_report | 0.0683 | 0 | 0 |
| 4_1_cts | 0.0687 | 0 | 0 |
No activity file was given, so power comes from the tool's default toggle rates.
