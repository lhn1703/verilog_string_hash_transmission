==> /design/flow/design.v <==
module CompareChar(output Equals, input reg [7:0] charA, charB);
	assign Equals = (charA == charB);
endmodule
==> /design/flow/run.sh <==
#!/bin/bash
# OpenROAD 26Q1-2900-gdf79404cd8, Yosys 0.63+post, stock flow scripts
make -C /OpenROAD-flow-scripts/flow DESIGN_CONFIG=/design/flow/config.mk WORK_HOME=/design/flow/orfs finish
==> /design/flow/config.mk <==
export PLATFORM = sky130hd
export DESIGN_NAME = CompareChar
export DESIGN_NICKNAME = CompareChar
export VERILOG_FILES = /design/flow/design.v
export SDC_FILE = /design/flow/constraint.sdc
export NUM_CORES = 4
export LEC_CHECK = 1
export CORE_AREA = 10 10 70 70
export DIE_AREA = 0 0 80 80
==> /design/flow/constraint.sdc <==
current_design CompareChar

set clk_period 1.0
set clk_io_pct 0.2

create_clock -name clk0 -period $clk_period

set non_clock_inputs [all_inputs -no_clocks]
set_input_delay [expr $clk_period * $clk_io_pct] -clock clk0 $non_clock_inputs
set_output_delay [expr $clk_period * $clk_io_pct] -clock clk0 [all_outputs]
==> results.txt <==
Flow results are below.

- The number of sequential storage elements is 0, for reference.
- In this run the static leakage power is about 0.00013 uW.
- The post-route total power is 108 uW, for reference.
- The via count of the first global-routing pass came to 155.
- In this run the worst hold path is classified as in2out.
- The mean number of vias per cell is 1.88, for reference.
- For reference, the critical path cell chain is buf_6 > xnor2_2 > nand4_1 > nor2_1 > buf_2.
- The remaining antenna violation count is 0, for reference.
- The global routing report lists combined usage of all routing layers as 0.0141.
- The floorplan step defined a die boundary enclosing about 6400 sq um.
- The required time at the endpoint of the critical path is 0.80 ns, for reference.
- The multi-input gate area in the final layout is ~130 sq um, for reference.
- In the final layout, the share of cells above drive strength 1 is 0.821.
- The sum of overflow across all layers after global routing is 0, for reference.
- For this design the ratio of total power to cell area is between 300 and 400 nW/um^2.
- For this block, the routed nets add up to 510 um of wire.
- The routed length per instance is 6.89 um, for reference.
- Dividing the synthesized area by the synthesized cell count gives 7.85 sq um.
- The height of the die is 80 um, for reference.
- The sequential cells in the finished layout cover a total of 0 sq um.
- The worst relative slew slack is 0.912, for reference.
- Subtracting the final worst setup slack from the clock period gives 0.987 ns.
- In the Yosys report the total cell count is 11.
- The synthesized netlist occupies a cell area of around 86 sq um.
- The horizontal die dimension reported for this design is roughly 80 um.
- For the pin with the worst max-slew slack, the measured transition is 0.130 ns.
- The placeable core region is ~3400 sq um, for reference.
- The number of cells on the worst hold path is 5, for reference.
- Post-route period utilization is reported as 0.987.
- The initial antenna violation count is 0, for reference.
- The data arrival time at the worst-slack endpoint is 0.79 ns, for reference.
- The script parses the final routing iteration and logs DRC violations as 0.
- Per the power-grid run, VDD falls by no more than 0.0586 mV.
- The first global-routing pass estimated 759 um of wire.
- Clock buffers in the final layout number 0.
- On the worst path, the slowest cell contributes a delay of 0.15 ns.
- The standard-cell row count is 21, for reference.
- The repair_antennas step left the layout with diodes totalling 0.
- The xor/xnor cell area share of the yosys netlist is 0.812, for reference.
- The share of the Yosys chip area taken by registers is 0.
- The number of top-level pins is 17, for reference.
- The layout filler cell count is 404, for reference.
- In this run, the synthesized area fraction spent on and/or/nand/nor cells is recorded as 0.188.
- The post-route core utilization is 0.0912, for reference.
- The DRC marker count from the first detailed-route iteration is 0, for reference.
- The number of endpoints with negative hold slack in the final report is 0, for reference.
- Setup repair after global routing could not meet its margin everywhere.
- The core utilization at floorplan is 0.0253, for reference.
- For this run, the chip area from Yosys synthesis comes to approximately 86 sq um.
- STA classifies the critical path endpoint as an output port.
- The number of warning messages in the yosys log is 0, for reference.
- The largest family of logic cells by area is XOR/XNOR gates, for reference.
- The number of buffers added on ports is 17, for reference.
- After its last routability iteration, the placer logged a weighted congestion of between 0.7 and 0.8.
- The count of different cell masters after synthesis is 3, for reference.
- The maximum number of pins on one net before global-route repair is 2, for reference.
- The worst-path maximum fanout is 1, for reference.
- The achievable clock frequency is 1.01 GHz, for reference.
- Per the synthesis report, the adder-cell share of the synthesized area is 0.
- The area after detailed placement is between 300 and 400 sq um, for reference.
- The number of hold buffers added after cts is 0, for reference.
- The cell count after synthesis came out at 11.
- Summing over the stages, the warning tally comes to 33.
- After synthesis, the share of cell area in mux cells is 0.
- The vias after detailed routing is between 100 and 150, for reference.
- The worst setup path is launched from a primary input.
- The count of maximum capacitance violations is 0, for reference.
- The slowest library cell on the worst path is xnor2_2, for reference.
- The setup path with the least slack is of type in2out.
- The post-route cell area is ~310 sq um, for reference.
- In the log, the iteration count for the first detailed-route pass is 1.
- The final max-slew violation count recorded for this run is 0.
- The area growth from synthesis to layout is 261%, for reference.
- The flow ran to the end, and the final reports show no timing, DRC or antenna violations.
- The fraction of the mapped netlist area in compound gates is 0, for reference.
- Per the finish-stage timing summary, setup violations number 0.
==> synth_stat cells <==
cell type | number | area share
nand4_1 | 2 | 0.14
xnor2_1 | 8 | 0.81
nor2_1 | 1 | 0.043
==> cell usage in the layout (no fill, tap or decap) <==
cell type	instances
buf_2	11
buf_6	6
xnor2_2	6
nor2_1	1
nand4_1	2
xnor2_1	2
==> through the flow <==
stage	hold WS [ns]	setup slack (ns)	setup TNS, ns	std cells
4_1_cts	0.756	0.000361	0	74
2_1_floorplan	0.515	0.313	0	11
6_report	0.746	0.0126	0	74
5_1_grt	0.780	-0.0267	-0.0267	74
3_5_place_dp	1.44	-0.747	-0.747	74
3_3_place_gp	1.45	-0.741	-0.741	74
==> critical path: cells and delay by family <==
family	cells	cell delay (ns)
buf+inv	2	0.20
xor+xnor	1	0.15
simple gates	2	0.25
==> power by group <==
part           switching (uW)  total [uW]  internal [uW]
Sequential                  0           0              0
Clock                       0           0              0
Combinational            34.1         108           74.2
==> metal layers <==
metal  global-route usage  vias up  share of wire
met4                    0        0              0
met1               0.0178       61           0.44
met2               0.0249        7           0.47
met5                    0        -              0
met3              0.00341        0          0.080
li1                     -       71              -
==> path summary, 6_finish.rpt <==
path                  from     end
setup / recovery  charB[1]  Equals
hold / removal    charB[7]  Equals
==> area by class of cell <==
cell class,count,share of cell area
timing repair buffer,17,0.394
tap,46,0.185
multi-input combinational,11,0.422
==> kinds of logic after synthesis <==
logic type    after synthesis
simple gates                3
xor+xnor                    8
==> what timing repair did <==
| item | CTS | global route |
|---|---|---|
| resized | 65 | 8 |
| setup buffers | 0 | 0 |
| pin swaps | 11 | 5 |
| setup endpoints to repair | 1 | 1 |
No activity file was given, so power comes from the tool's default toggle rates.
