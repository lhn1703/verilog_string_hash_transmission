--- flow/run.sh ---
#!/bin/bash
# OpenROAD 26Q1-2900-gdf79404cd8, Yosys 0.63+post, stock flow scripts
make -C /OpenROAD-flow-scripts/flow DESIGN_CONFIG=/design/flow/config.mk WORK_HOME=/design/flow/orfs finish
--- flow/constraint.sdc ---
current_design word1

set clk_period 1.4
set clk_io_pct 0.2

create_clock -name clk0 -period $clk_period

set non_clock_inputs [all_inputs -no_clocks]
set_input_delay [expr $clk_period * $clk_io_pct] -clock clk0 $non_clock_inputs
set_output_delay [expr $clk_period * $clk_io_pct] -clock clk0 [all_outputs]
--- flow/design.v ---
module word1(output reg [7:0] Char, input [3:0] Position);
	always @ (*) begin
		case (Position)
			4'd0: Char <= "A"; 
			4'd1: Char <= "P";
			4'd2: Char <= "P";
			4'd3: Char <= "L";
			4'd4: Char <= "E";
			4'd5: Char <= "S";
			default : Char <= 8'h00;  
		endcase
	end
endmodule
--- flow/config.mk ---
export PLATFORM = sky130hd
export DESIGN_NAME = word1
export DESIGN_NICKNAME = word1
export VERILOG_FILES = /design/flow/design.v
export SDC_FILE = /design/flow/constraint.sdc
export NUM_CORES = 4
export LEC_CHECK = 1
export CORE_AREA = 10 10 70 70
export DIE_AREA = 0 0 80 80
==> qor_table.md <==
| Group | Parameter | Value |
| --- | --- | --- |
| floorplanning | Total core area | 3420 µm² |
| route | Total number of vias | 155 |
| power | Internal | 34.7 µW |
| worst setup path | Startpoint types | input pin |
| worst setup path | Most frequent cell on the critical path | sky130_fd_sc_hd__buf_2 |
| floorplanning | Cell row count | 21 |
| run | Max-cap violations | 0 |
| power | Portion of total power attributed to the clock network | 0% |
| route | Final antenna-violating net count | 0 |
| cells and area | Filler instances | 403 |
| power | Max rail drop VDD | 0.0176 mV |
| global route | Via count of the first global-routing pass | 174 |
| place | Count of port buffers added during placement | 10 |
| sta | Final total negative setup slack | 0 ns |
| cells and area | Clk_buf instances | 0 |
| worst setup path | Class of the most critical setup path | input pin to output port |
| logic synthesis | Yosys cell types | 13 |
| sta | Max Clock Freq | 0.750 GHz |
| route | Residual DRC | 0 |
| min path | Worst hold path startpoint | Position[0] |
| global route | GRT Util Overall | 1.25% |
| global route | Wire length of the first global-routing pass | 731 µm |
| power | Overall Power | 55.3 µW |
| floorplanning | Chip width | 80 µm |
| outcome | Outcome | complete, no violations |
| logic synthesis | Post-Syn Area per Cell | 6.79 µm² |
| cells and area | Core utilization of the finished layout | 8.50% |
| logic synthesis | Post-synthesis cell count from yosys | 14 |
| sta | Total count of max-transition violations in the final report | 0 |
| logic synthesis | Synthesized instance count | 14 |
| worst setup path | Crit path DRT | 1.12 ns |
| sta | Final count of hold timing violations | 0 |
| floorplanning | Chip footprint | 6400 µm² |
| power | Switching power share of the total | 37.3% |
| place | Routability-driven placement congestion ratio | 0.712 |
| route | Routed wire length | 450 µm |
| sta | Time the final worst path needs with I/O delays and setup | 1.33 ns |
| floorplanning | Die extent in y | 80 µm |
| route | Detailed-route vias per instance | 2.04 |
| cells and area | Share of final-layout standard cells stronger than drive strength 1 | 63.3% |
| floorplanning | I/O pin count | 12 |
| cells and area | Cell Count, Final, Fillers Out | 76 |
| cells and area | Area delta synth->final | 205% |
| power | Leak Pwr | 0.128 nW |
| place | Worst slack, placed | -0.632 ns |
| power | Power Dens Cells | 191 nW/µm² |
| worst setup path | Largest fanout on the critical path | 6 |
| place | HPWL reported at the end of detailed placement | 352 µm |
| logic synthesis | Sequential cell area fraction in the yosys report | 0% |
| global route | Remaining global-route overflow | 0 |
| global route | Pin count of the biggest net entering global routing | 7 |
| cells and area | Sequential cell area in the final layout | 0 µm² |
| place | Inst Count DP | 75 |
| global route | Antenna violations before repair | 0 |
| logic synthesis | Yosys chip area | 95.1 µm² |
| sta | Final critical-path setup slack | 0.0664 ns |
| worst setup path | Cell-by-cell listing of the critical path | buf_2, buf_6, and4bb_2, or2_1, buf_2 |
| route | Initial DRC count | 0 |
| min path | Worst hold path type | input pin to output port |
| sta | Share of the clock period used by the worst path after layout | 95.3% |
| run | OpenROAD warning count | 33 |
| power | Combinational Power Share | 100.0% |
| sta | Setup repair after global routing missed its margin | no |
| floorplanning | Pre-Place Util | 2.78% |
| logic synthesis | Combined area of all synthesized cells | 95.1 µm² |
| route | Detailed Routing Iterations Pass 1 | 1 |
| sta | Number of setup violations in the final report | 0 |
| worst setup path | Launch point of the worst path | Position[1] |
| worst setup path | Maximum cell stage delay along the critical path | 0.23 ns |
| logic synthesis | Yosys synthesis warning count | 1 |
| worst setup path | Arrival time reported for the critical path endpoint | 1.05 ns |
| power | Sequential cell fraction of total power | 0% |
| route | Number of antenna cells inserted | 0 |
| power | Power dissipated by switching net loads | 20.6 µW |
| worst setup path | Kind of end point of the critical path | output port |
| route | DR WL/cell | 5.92 µm |
| cells and area | Flip-flops | 0 |
| worst setup path | CP max-delay cell | sky130_fd_sc_hd__and4bb_2 |
==> final timing paths <==
check	to	slack, ns	cells past startpoint
worst max-delay path	Char[2]	0.07	5
worst min-delay path	Char[4]	0.88	4
==> cells in the final DEF (no fill, tap or decap) <==
cell type,synthesis,routed
sky130_fd_sc_hd__buf_4,2,5
sky130_fd_sc_hd__buf_2,0,4
sky130_fd_sc_hd__dlygate4sd2_1,0,4
sky130_fd_sc_hd__a21oi_2,1,2
sky130_fd_sc_hd__conb_1,1,2
sky130_fd_sc_hd__buf_6,0,2
sky130_fd_sc_hd__nand2b_1,1,1
sky130_fd_sc_hd__or3b_4,0,1
sky130_fd_sc_hd__nand2_1,1,1
sky130_fd_sc_hd__nor3_1,1,1
sky130_fd_sc_hd__and4bb_2,1,1
sky130_fd_sc_hd__inv_1,1,1
sky130_fd_sc_hd__a211oi_2,0,1
sky130_fd_sc_hd__nor4b_2,0,1
sky130_fd_sc_hd__or2_1,1,1
sky130_fd_sc_hd__clkdlybuf4s15_2,0,1
sky130_fd_sc_hd__clkbuf_2,0,1
==> power groups by stage <==
stage | Clock (mW) | Sequential, mW | Combinational [mW]
global route | 0 | 0 | 0.0615
finish | 0 | 0 | 0.0553
CTS | 0 | 0 | 0.0562
==> synthesized netlist by cell type, drive strengths merged <==
cell,instances,area [µm²]
a211oi,1,7.51
a21oi,2,13.8
and4bb,1,12.5
buf,2,15.0
conb,1,3.75
inv,1,3.75
nand2,1,3.75
nand2b,1,6.26
nor3,1,5.00
nor4b,1,8.76
or2,1,6.26
or3b,1,8.76
==> area by class of cell <==
class	count	area, µm²	area share, %
repair buffers	17	131	45.3
inverters	1	3.75	1.29
well taps	46	57.6	19.8
multi-input cells	12	97.6	33.6
==> logic make-up after synthesis <==
group / Yosys count / synth area share, %
compound gates: 3 / 22.4
simple gates: 7 / 53.9
other cells: 1 / 3.94
buf+inv: 3 / 19.7
==> per-layer routing <==
layer  vias up  global-route usage, %  share of wire (%)
met5         -                      0                  0
met4         0                      0                  0
met3         0                  0.795                 24
met2        10                   2.01                 38
met1        67                   1.45                 37
li1         78                      -                  -
==> metrics by stage <==
| stage | cell area [µm²] | hold slack [ns] |
|---|---|---|
| floorplan | 98.8 | 0.570 |
| global placement | 287 | 1.56 |
| detailed placement | 287 | 1.57 |
| CTS | 299 | 0.980 |
| global route | 290 | 0.931 |
| finish | 290 | 0.883 |
==> repair_timing <==
action                                  in CTS  in global routing
setup buffers                                1                  0
hold buffers                                 0                  0
resized                                     28                  3
pin swaps                                    4                  1
endpoints found under the setup margin       6                  3
==> worst max-delay path, delay by kind of cell <==
family | cells | cell delay (ns)
buffers and inverters | 3 | 0.34
AND/OR/NAND/NOR | 2 | 0.43
Power figures rest on the tool's default switching activity, not on a simulated workload.
